==> run.sh <==
#!/bin/bash
# OpenROAD 26Q1-2900-gdf79404cd8, Yosys 0.63+post, stock flow scripts
make -C /OpenROAD-flow-scripts/flow DESIGN_CONFIG=/design/flow/config.mk WORK_HOME=/design/flow/orfs finish
==> config.mk <==
export PLATFORM = sky130hd
export DESIGN_NAME = SHIFTER_32
export DESIGN_NICKNAME = SHIFTER_32
export VERILOG_FILES = /design/flow/design.v
export SDC_FILE = /design/flow/constraint.sdc
export NUM_CORES = 4
export LEC_CHECK = 1
export CORE_UTILIZATION = 40
==> constraint.sdc <==
current_design SHIFTER_32

set clk_period 4.0
set clk_io_pct 0.2

create_clock -name clk0 -period $clk_period

set non_clock_inputs [all_inputs -no_clocks]
set_input_delay [expr $clk_period * $clk_io_pct] -clock clk0 $non_clock_inputs
set_output_delay [expr $clk_period * $clk_io_pct] -clock clk0 [all_outputs]
==> design.v <==
module MUX2X1(
    input A,
    input B,
    input S,
    output Y
); 
    not i0(S_n,S);
    nand i1(AS,A,S_n);
    nand i2(BS,B,S);
    nand i3(Y,AS,BS);
endmodule
module MUX2X32(
    input[31:0]A,
    input[31:0]B,
    input[0:0]S,
    output[31:0]Y
);
    MUX2X1 i0(
        .A(A[0]),
        .B(B[0]),
        .S(S),
        .Y(Y[0])
     ); 
    MUX2X1 i1(
       .A(A[1]),
        .B(B[1]),
        .S(S),
        .Y(Y[1])
     ); 
    MUX2X1 i2(
       .A(A[2]),
        .B(B[2]),
        .S(S),
        .Y(Y[2])
     ); 
    MUX2X1 i3(
       .A(A[3]),
        .B(B[3]),
        .S(S),
        .Y(Y[3])
     ); 
    MUX2X1 i4(
       .A(A[4]),
        .B(B[4]),
        .S(S),
        .Y(Y[4])
     ); 
    MUX2X1 i5(
       .A(A[5]),
        .B(B[5]),
        .S(S),
        .Y(Y[5])
     ); 
    MUX2X1 i6(
       .A(A[6]),
        .B(B[6]),
        .S(S),
        .Y(Y[6])
     ); 
    MUX2X1 i7(
       .A(A[7]),
        .B(B[7]),
        .S(S),
        .Y(Y[7])
     ); 
    MUX2X1 i8(
       .A(A[8]),
        .B(B[8]),
        .S(S),
        .Y(Y[8])
     ); 
    MUX2X1 i9(
       .A(A[9]),
        .B(B[9]),
        .S(S),
        .Y(Y[9])
     ); 
    MUX2X1 i10(
       .A(A[10]),
        .B(B[10]),
        .S(S),
        .Y(Y[10])
     ); 
    MUX2X1 i11(
       .A(A[11]),
        .B(B[11]),
        .S(S),
        .Y(Y[11])
     ); 
    MUX2X1 i12(
       .A(A[12]),
        .B(B[12]),
        .S(S),
        .Y(Y[12])
     ); 
    MUX2X1 i13(
       .A(A[13]),
        .B(B[13]),
        .S(S),
        .Y(Y[13])
     ); 
    MUX2X1 i14(
       .A(A[14]),
        .B(B[14]),
        .S(S),
        .Y(Y[14])
     ); 
    MUX2X1 i15(
       .A(A[15]),
        .B(B[15]),
        .S(S),
        .Y(Y[15])
     ); 
    MUX2X1 i16(
       .A(A[16]),
        .B(B[16]),
        .S(S),
        .Y(Y[16])
     ); 
    MUX2X1 i17(
       .A(A[17]),
        .B(B[17]),
        .S(S),
        .Y(Y[17])
     ); 
    MUX2X1 i18(
       .A(A[18]),
        .B(B[18]),
        .S(S),
        .Y(Y[18])
     ); 
    MUX2X1 i19(
       .A(A[19]),
        .B(B[19]),
        .S(S),
        .Y(Y[19])
     ); 
    MUX2X1 i20(
       .A(A[20]),
        .B(B[20]),
        .S(S),
        .Y(Y[20])
     ); 
    MUX2X1 i21(
       .A(A[21]),
        .B(B[21]),
        .S(S),
        .Y(Y[21])
     ); 
    MUX2X1 i22(
       .A(A[22]),
        .B(B[22]),
        .S(S),
        .Y(Y[22])
     ); 
    MUX2X1 i23(
       .A(A[23]),
        .B(B[23]),
        .S(S),
        .Y(Y[23])
     ); 
    MUX2X1 i24(
       .A(A[24]),
        .B(B[24]),
        .S(S),
        .Y(Y[24])
     ); 
    MUX2X1 i25(
       .A(A[25]),
        .B(B[25]),
        .S(S),
        .Y(Y[25])
     ); 
    MUX2X1 i26(
       .A(A[26]),
        .B(B[26]),
        .S(S),
        .Y(Y[26])
     ); 
    MUX2X1 i27(
       .A(A[27]),
        .B(B[27]),
        .S(S),
        .Y(Y[27])
     ); 
    MUX2X1 i28(
       .A(A[28]),
        .B(B[28]),
        .S(S),
        .Y(Y[28])
     ); 
    MUX2X1 i29(
       .A(A[29]),
        .B(B[29]),
        .S(S),
        .Y(Y[29])
     ); 
    MUX2X1 i30(
       .A(A[30]),
        .B(B[30]),
        .S(S),
        .Y(Y[30])
     ); 
    MUX2X1 i31(
       .A(A[31]),
        .B(B[31]),
        .S(S),
        .Y(Y[31])
     );        
endmodule
module SHIFTER_32(
    input[31:0] X,
    input[4:0] Sa,
    input Arith,
    input Right,
    output[31:0] Sh
);
    wire [31:0] T4, S4, T3, S3, T2, S2, T1, S1, T0;
    wire a = X[31] & Arith; 
    wire [15:0] e = {16{a}}; 
    parameter z = 16'h0000;
    wire [31:0] L1u, L1d, L2u, L2d, L3u, L3d, L4u, L4d, L5u, L5d;
    assign L1u = {X[15:0] ,z}; 
    assign L1d = {e, X[31:16] }; 
    MUX2X32 M1l (L1u, L1d, Right, T4);
    MUX2X32 M1r (X, T4, Sa[4], S4); 
    assign L2u = {S4[23:0] ,z[7:0]}; 
    assign L2d = {e[7:0], S4[31:8] }; 
    MUX2X32 M2l (L2u, L2d, Right, T3);
    MUX2X32 M2r (S4,T3, Sa[3], S3); 
    assign L3u = {S3[27:0] ,z[3:0]}; 
    assign L3d = {e[3:0], S3[31:4] }; 
    MUX2X32 M3l (L3u, L3d, Right, T2);
    MUX2X32 M3r (S3,T2, Sa[2], S2);
    assign L4u = {S2[29:0] ,z[1:0]}; 
    assign L4d = {e[1:0], S2[31:2] }; 
    MUX2X32 M4l (L4u, L4d, Right, T1);
    MUX2X32 M4r (S2,T1, Sa[1], S1);
    assign L5u = {S1[30:0] ,z[0:0]}; 
    assign L5d = {e[0:0], S1[31:1] }; 
    MUX2X32 M5l (L5u, L5d, Right, T0);
    MUX2X32 M5r (S1,T0, Sa[0], Sh);
endmodule
==> impl_metrics.tcl <==
# place-and-route summary
set metrics [dict create \
    first_pass_iters 5 \
    grt_remaining_overflow 0 \
    worst-path-stages 9 \
    layout.area.comb_sq_um 4250 \
    post_synth_instance_area_sq_um 4630 \
    worst_ep_arrival_time_ps 3140 \
    syn_area_per_cell_sq_um 6.56 \
    topCellsByArea "sky130_fd_sc_hd__buf_4 (7.8%), sky130_fd_sc_hd__a21oi_1 (5.8%), sky130_fd_sc_hd__nand2_1 (5.6%)" \
    report.final.setup_viol 0 \
    layout.sequential_cells 0 \
    tightest_slew_ps 603 \
    antenna_found_initial 1 \
    worstPathMaxFanout 46 \
    crit_start "Sa[2]" \
    core-area_sq_um 11100 \
    max_clock_freq_ghz 0.254 \
    ant_nets 0 \
    synthCells 706 \
    start_kind "input pin" \
    crit_path_max_incr_delay_ps 400 \
    final_hold_viol_count 0 \
    cap_violations 0 \
    postLayoutSetupSlackWorst_ps 59.9 \
    chipWidth_um 110 \
    vias 6780 \
    num_io_pins 71 \
    crit_chain "buf_2 > buf_12 > nand2b_1 > a21oi_1 > a31oi_2 > nor2_1 > or3_1 > o32a_1 > clkdlybuf4s50_1" \
    chip_area_sq_um 12000 \
    viasPerCell 6.81 \
    power.total_mw 0.946 \
    layout.area.seq_sq_um 0 \
    fin_area_sq_um 6700 \
    power-per-cell-area_nw_per_um2 141 \
    n_fill_cell 1008 \
    grt_pass1_wl_um 35400 \
    globalRouteTotalUtil_pct 40.2 \
    timing.critical_path.to_type "output port" \
    synth.largest_area_cell "sky130_fd_sc_hd__buf_4" \
    grt_start_max_net_pins 47 \
    timing.critical_path.required_ps 3200 \
    p_leak_nw 2.71 \
    fin_tns_setup_ps 0 \
    timing.critical_path.max_delay_family "buffers and inverters" \
    slew_violations 0 \
    routabilityCongestion 1.01 \
    clkbuf_count 0 \
    worst_ir_drop_vdd_v 0.0000809 \
    post_synth_num_cell_types 83 \
    post-route-drc-count 0 \
    placement.setup.worst_slack_ps -282 \
    top_area_contributor_share_pct 7.78 \
    io_port_bufs 71 \
    log.warning_count 33 \
    placementRows 38 \
    critical_path_cell_with_the_highest_stage_delay "sky130_fd_sc_hd__clkdlybuf4s50_1" \
    via_count_of_the_first_global_routing_pass 6077 \
    core_util_floorplan_pct 41.8 \
    timing.slew.headroom_pct 59.6 \
    finalCriticalPeriod_ps 3940 \
    yosys.stat.chipArea_sq_um 4630 \
    path_category_of_the_worst_min_delay_check "input pin to output port" \
    dp_hpwl_um 18500 \
    tally_of_yosys_warning_messages 3 \
    critical_path_destination "Sh[27]" \
    min_period_over_period_pct 98.5 \
    critical_path.n_buffers_inverters 3 \
    drive_above_1_share_pct 33.6 \
    place_inst 987 \
    outcome "completed" \
    dpl-instance-area_sq_um 6240 \
    hold-worst-slack_ps 2370 \
    seq_area_frac_synth_pct 0 \
    route.detailed.wl_per_inst_um 23.9 \
    postRouteWirelength_um 23800 \
    ys_cells 706 \
    criticalPathCategory "input pin to output port" \
    fp.dieH_um 110 \
    final_cells 995 \
    rsz0062_at_grt "yes" \
    flow.area_growth_from_synthesis_pct 44.7 \
    fin_util_pct 60.5 \
    detail_route.iter0.violations 811 \
]
## kinds of logic (layout without fill, tap and decap cells)
logic type / Yosys count / after routing / synth area share (%)
other: 0 / 1 / 0
AND/OR/NAND/NOR: 248 / 248 / 27.5
multiplexers: 33 / 33 / 7.68
AND-OR/OR-AND: 309 / 309 / 49.8
buffers and inverters: 116 / 264 / 15.1
## tightest hold or removal path: stages
cell	delay, ps
sky130_fd_sc_hd__buf_2	180
sky130_fd_sc_hd__buf_12	200
sky130_fd_sc_hd__nand2_1	120
sky130_fd_sc_hd__nand3_1	90
sky130_fd_sc_hd__o311ai_1	70
sky130_fd_sc_hd__dlymetal6s2s_1	90
## worst min-delay path by stage
stage	start	endpoint	slack (ps)	cells past startpoint
final	Sa[1]	Sh[29]	2370	6
after global routing	Sa[1]	Sh[29]	2410	6
after CTS	Sa[1]	Sh[2]	2480	5
## layout by cell type (no fill, tap or decap), drive strengths merged, types with 9 or more instances in the layout
| master | n |
|---|---|
| nor2b | 9 |
| a211oi | 29 |
| clkdlybuf4s50 | 44 |
| buf | 186 |
| nand2 | 70 |
| nor2 | 43 |
| a31oi | 26 |
| o211ai | 34 |
| nand2b | 23 |
| a21oi | 55 |
| nor3 | 20 |
| o221ai | 13 |
| nand3b | 9 |
| dlymetal6s2s | 17 |
| inv | 9 |
| nand3 | 36 |
| o21ai | 43 |
| a22oi | 10 |
| mux2i | 25 |
## metal layers
metal | vias to the layer above | GRT usage, % | routed length [um]
met5 | - | 0 | 0
met4 | 0 | 18.6 | 1500
met3 | 102 | 5.02 | 2230
met2 | 441 | 63.0 | 10200
met1 | 3185 | 54.9 | 9780
li1 | 3052 | - | -
## repair_timing
action                                  CTS  global route
endpoints found under the setup margin   29            31
buffers inserted                          3             4
gates resized                            16            87
hold buffers                              0             0
pin swaps                                 5            18
## layout make-up
type                            instances  share of cell area, %
Antenna cell                            1                 0.0374
Inverter                               10                  0.616
Timing Repair Buffer                  254                   33.2
Multi-Input combinational cell        590                   63.5
Tap cell                              140                   2.61
## cell usage after synthesis (7+ instances only)
| cell | number |
|---|---|
| sky130_fd_sc_hd__nand3_1 | 34 |
| sky130_fd_sc_hd__nor2b_1 | 9 |
| sky130_fd_sc_hd__nor2_1 | 42 |
| sky130_fd_sc_hd__a21oi_1 | 54 |
| sky130_fd_sc_hd__buf_2 | 17 |
| sky130_fd_sc_hd__nor3_1 | 18 |
| sky130_fd_sc_hd__o21ai_1 | 11 |
| sky130_fd_sc_hd__mux2i_1 | 25 |
| sky130_fd_sc_hd__o221ai_1 | 9 |
| sky130_fd_sc_hd__o2111ai_1 | 8 |
| sky130_fd_sc_hd__buf_4 | 48 |
| sky130_fd_sc_hd__inv_1 | 8 |
| sky130_fd_sc_hd__o31ai_1 | 7 |
| sky130_fd_sc_hd__a211oi_1 | 26 |
| sky130_fd_sc_hd__nand3b_1 | 9 |
| sky130_fd_sc_hd__clkbuf_1 | 32 |
| sky130_fd_sc_hd__o21ai_0 | 31 |
| sky130_fd_sc_hd__a22oi_1 | 10 |
| sky130_fd_sc_hd__o211ai_2 | 7 |
| sky130_fd_sc_hd__nand2b_1 | 23 |
| sky130_fd_sc_hd__nand2_1 | 69 |
| sky130_fd_sc_hd__o211ai_1 | 27 |
| sky130_fd_sc_hd__a31oi_1 | 24 |
| sky130_fd_sc_hd__buf_6 | 8 |
## where the power goes
part | switching (mW) | total, mW | internal (mW)
Clock | 0 | 0.00000000186 | 0.00000000185
Sequential | 0 | 0 | 0
Combinational | 0.500 | 0.946 | 0.446
Total | 0.500 | 0.946 | 0.446
No activity file was given, so power comes from the tool's default toggle rates.
