===== ./design.v =====
module INSTMEM(
    input[31:0] Addr,
    output[31:0] Inst
);
    wire[31:0] Rom[31:0];
    assign Rom[0]=32'b000000-00010-00011-00001-00000-100000; 
    assign Rom[1]=32'b000000-00010-00011-00001-00000-100010; 
    assign Rom[2]=32'b000000-00010-00011-00001-00000-100100; 
    assign Rom[3]=32'b000000-00010-00011-00001-00000-100101; 
    assign Rom[4]=32'b001000-00010-00001-0000000000001000; 
	assign Rom[5]=32'b001100-00010-00001-0000000000001000; 
    assign Rom[6]=32'b001101-00010-00001-0000000000001000; 
    assign Rom[7]=32'b001111-00000-00001-0000000000000100; 
    assign Rom[8]=32'b100011-00010-00001-0000000000000100; 
    assign Rom[9]=32'b101011-00010-00001-0000000000000100; 
    assign Rom[10]=32'b000100-00010-00001-0000000000000010; 
    assign Rom[11]=32'b000100-00010-00001-0000000000000010; 
    assign Rom[12]=32'b000101-00010-00001-0000000000000010; 
    assign Rom[13]=32'b000101-00010-00001-0000000000000010; 
    assign Rom[14]=32'b000010-00000000000000000000010000; 
    assign Inst=Rom[Addr[6:2]];
endmodule

===== ./run.sh =====
#!/bin/bash
# OpenROAD 26Q1-2900-gdf79404cd8, Yosys 0.63+post, stock flow scripts
make -C /OpenROAD-flow-scripts/flow DESIGN_CONFIG=/design/flow/config.mk WORK_HOME=/design/flow/orfs finish

===== ./config.mk =====
export PLATFORM = sky130hd
export DESIGN_NAME = INSTMEM
export DESIGN_NICKNAME = INSTMEM
export VERILOG_FILES = /design/flow/design.v
export SDC_FILE = /design/flow/constraint.sdc
export NUM_CORES = 4
export LEC_CHECK = 1
export CORE_AREA = 10 10 70 70
export DIE_AREA = 0 0 80 80

===== ./constraint.sdc =====
current_design INSTMEM

set clk_period 1.7
set clk_io_pct 0.2

create_clock -name clk0 -period $clk_period

set non_clock_inputs [all_inputs -no_clocks]
set_input_delay [expr $clk_period * $clk_io_pct] -clock clk0 $non_clock_inputs
set_output_delay [expr $clk_period * $clk_io_pct] -clock clk0 [all_outputs]

==> results.sh <==
# source this file to load flow results
export IMPL_end_kind="output pin"
export IMPL_cellLeakagePower_nw=0.3312
export IMPL_hold_violations=0
export IMPL_grt_pass1_vias=478
export IMPL_grt_pass1_wl_microns=2104
export IMPL_xor_share=0.02108
export IMPL_grt_max_degree=10
export IMPL_routed_wl_met3_microns=129
export IMPL_openroad_warnings=59
export IMPL_ir_drop_mv=0.03211
export IMPL_drt_iter0_drc=19
export IMPL_wl_met1_microns=574
export IMPL_aoi_share=0.2289
export IMPL_period_minus_slack_ns=1.634
export IMPL_power_mw=0.1337
export IMPL_area_growth_synth_to_final_pct=66.87
export IMPL_setup_violations_final=0
export IMPL_floorplan_core_util=0.1216
export IMPL_routed_wl_microns=1289
export IMPL_min_to="Inst[15]"
export IMPL_power_density_mw_per_mm2=192.8
export IMPL_dr_max_layer_used="met3"
export IMPL_drive_above_1_share=0.3956
export IMPL_min_from="Addr[6]"
export IMPL_critPathRequiredTime_ns=1.36
export IMPL_ys_sh_mux=0
export IMPL_dr_pass1_iters=4
export IMPL_die_y_microns=80
export IMPL_adder_share=0
export IMPL_synth_cell_area_sq_um=415.4
export IMPL_rsz0062_at_grt="false"
export IMPL_synth_cells_yosys=62
export IMPL_synthCells=62
export IMPL_yosysTopAreaCell="buf_4"
export IMPL_grt_usage=0.03764
export IMPL_grt_antenna_before_repair=0
export IMPL_fmax_mhz=612.0
export IMPL_timing_final_max_slew_violations=0
export IMPL_io_buffers=19
export IMPL_n_clock_buffer=0
export IMPL_lay_top_cells="conb_1 (18), buf_4 (17), dlygate4sd2_1 (9), nand2_1 (5), buf_2 (5)"
export IMPL_ios=64
export IMPL_crit_type="in -> out"
export IMPL_whs_path_depth=4
export IMPL_via_per_inst=3.146
export IMPL_die_w_microns=80
export IMPL_synthTopLogicFamily="buffers and inverters"
export IMPL_chip_area_sq_mm=0.006400
export IMPL_preCtsSetupSlack_ns=-0.6494
export IMPL_wire_per_inst_microns=9.409
export IMPL_ys_seq_share=0
export IMPL_dpl_hpwl_microns=1077
export IMPL_ant_nets=0
export IMPL_whs_ns=1.067
export IMPL_seq_area_sq_um=0
export IMPL_core_area_sq_mm=0.003416
export IMPL_yosysUniqueCellTypes=27
export IMPL_place_gp_congestion=0.7316
export IMPL_cp_max_fo=6
export IMPL_drc=0
export IMPL_yosys_area_sq_um=415.4
export IMPL_final_common_cell="conb_1"
export IMPL_vias=431
export IMPL_avgSynthCellArea_sq_um=6.700
export IMPL_status="finished clean"
export IMPL_grt_overflow_total=0
export IMPL_maxCapViolations=0
export IMPL_arrival_ns=1.29
export IMPL_fin_util=0.2029
export IMPL_yosys_warnings=545
export IMPL_dr_wl_met2_microns=585
export IMPL_num_rows=21
export IMPL_critPathLaunchType="primary input"
export IMPL_synth_area_top_cells="buf_4 (36%), buf_6 (5.4%), a21oi_1 (4.8%)"
export IMPL_seq_cell_count=0
export IMPL_setup_ws_ns=0.06604
export IMPL_ys_sh_simple=0.2831
export IMPL_worstHoldPathType="in -> out"
export IMPL_final_setup_tns_ns=0
export IMPL_min_period_over_period=0.9612
export IMPL_antenna_cells=0
export IMPL_hold_buffers=0
export IMPL_top_area_frac=0.3614
## what timing repair did
item	4_1_cts	5_1_grt
pin swaps	8	1
setup buffers	9	0
gates resized	54	5
setup endpoints to repair	14	5
## through the flow
stage          instance area (sq um)  std cells
6_report                       693.2        137
5_1_grt                        693.2        137
4_1_cts                        699.4        138
3_5_place_dp                   615.6        129
3_3_place_gp                   615.6        129
2_1_floorplan                  479.2         79
## per-layer routing
metal	up-vias	track usage
li1	228	-
met1	184	0.04947
met2	19	0.06421
met3	0	0.009091
met4	0	0
met5	-	0
## report_power, final
part | total, mW | leakage [nW] | internal (mW) | switching, mW
Combinational | 0.134 | 0.331 | 0.0774 | 0.0563
Sequential | 0 | 0 | 0 | 0
Clock | 0 | 0 | 0 | 0
## critical path: stages
cell and delay (ns):
buf_2 0.16, buf_4 0.16, buf_4 0.13, nand4b_1 0.16, a21oi_1 0.16, clkdlybuf4s15_1 0.19
## cell usage after synthesis
cell type	n
buf_4	20
nand2_1	5
a21oi_1	4
a211oi_1	2
a21o_1	2
buf_2	2
buf_6	2
nand2b_1	2
nor2_1	2
nor2b_1	2
nor3_1	2
o21bai_1	2
a211oi_2	1
and3_4	1
clkbuf_1	1
conb_1	1
inv_1	1
nand3_1	1
nand4b_1	1
nor2_2	1
nor2_4	1
nor3b_1	1
o211ai_1	1
o21ai_0	1
o21ai_1	1
or2_1	1
xor2_1	1
## how the worst max path moves through the flow
stage,to,startpoint,slack (ns)
final,Inst[9],Addr[5],0.07
after global routing,Inst[4],Addr[5],0.0001
after CTS,Inst[13],Addr[5],0.007
## layout make-up
| cell class | instances | area, sq um |
|---|---|---|
| fill | 396 | 2723 |
| timing repair buffer | 37 | 295.3 |
| multi-input combinational | 53 | 336.6 |
| tap | 46 | 57.56 |
| inverter | 1 | 3.754 |
## cell families after synthesis
kind of cell | count (synthesis)
buffers and inverters | 26
and+or+nand+nor | 20
AOI/OAI and AO/OA | 14
xor gates and xnor gates | 1
other | 1
No activity file was given, so power comes from the tool's default toggle rates.
